**./run.sh**
```bash
#!/bin/bash
# OpenROAD 26Q1-2900-gdf79404cd8, Yosys 0.63+post, stock flow scripts
make -C /OpenROAD-flow-scripts/flow DESIGN_CONFIG=/design/flow/config.mk WORK_HOME=/design/flow/orfs finish
```
**./config.mk**
```make
export PLATFORM = sky130hd
export DESIGN_NAME = sumitup
export DESIGN_NICKNAME = sumitup
export VERILOG_FILES = /design/flow/design.v
export SDC_FILE = /design/flow/constraint.sdc
export NUM_CORES = 4
export LEC_CHECK = 1
export CORE_AREA = 10 10 70 70
export DIE_AREA = 0 0 80 80
```
**./constraint.sdc**
```tcl
current_design sumitup

set clk_period 4.4
set clk_io_pct 0.2

create_clock -name clk0 -period $clk_period [get_ports {clk}]

set non_clock_inputs [all_inputs -no_clocks]
set_input_delay [expr $clk_period * $clk_io_pct] -clock clk0 $non_clock_inputs
set_output_delay [expr $clk_period * $clk_io_pct] -clock clk0 [all_outputs]
```
**./design.v**
```verilog
module sumitup  
	(input	logic				clk, reset_l, go_l,
	 input	logic	[7:0]	inA,
	 output	logic			done,
	 output	logic [7:0]		sum);
	logic			ld_l, cl_l, inAeq;
	logic	[7:0]	addOut;
	enum bit {sA, sB} state;
	always_ff @(posedge clk) 
		begin: st_machine
		if (!reset_l) 
			state <= sA;
		else begin
			if (((state == sA) & ~go_l) | ((state == sB) & inAeq))
				state <= sA;
			if (((state == sA) & go_l) | ((state == sB) & ~inAeq))
				state <= sB;
		end
	end: st_machine
	always_ff @(posedge clk) 
		begin: reg_sum
		if (!reset_l) sum <= 0;
		else if (~ld_l) sum <= addOut;
		else if (~cl_l) sum <= 0;
	end: reg_sum
	assign	addOut = inA + sum,
				ld_l = ~(((state == sA) & go_l) | ((state == sB) & ~inAeq)),
				cl_l = ~((state == sB) & inAeq),
				done = (state == sB) & inAeq,
				inAeq = inA == 0;
endmodule
```
==> impl_metrics.toml <==
# flow metrics
[job]
warnings = 25
drv_cap = 0

[global_routing]
antenna_found_initial = 0
grt_start_max_net_pins = 9
grt_pass1_vias = 574
grt_use_total_pct = 4.94
grt_overflow = 0
grt_first_pass_wirelength_um = 2590

[final_timing]
slew_viol_final = 0
setup_tns_ps = 0
finClkSkew_ps = 2.70
finalClockPeriodUsage_pct = 77.1
finalHoldViolations = 0
rsz0062_at_grt = "false"
tightest_slew_ps = 536
fmax_mhz = 295
relSlewSlack_pct = 64.1
setup_slack_ps = 1010
fin_crit_ps = 3390
setup_violations = 0

[logic_synthesis]
compound_area_share_pct = 23.1
netlist_area_um2 = 617
ys_sh_simple_pct = 18.9
syn_inst = 64
mux_share_pct = 1.83
fa_ha_area_share_pct = 17.4
ys_seq_share_pct = 29.2
yosys.area.top_type = "dfxtp_1"
ys_ff = 9
ff_type = "dfxtp_1"
yosys_cells = 64
enable_flop_cells = 0
ys_chip_area_um2 = 617
synthArstFlopShare_pct = 0
most_common_cell = "dfxtp_1"
top_cell_area_share_pct = 29.2
topCombFamilyByArea = "AND-OR/OR-AND gates"
top_cells_by_count = "dfxtp_1 (9), a22o_1 (7), ha_1 (7)"
syn_avg_cell_area_um2 = 9.64
yosysWarnings = 1
xor_area_share_pct = 7.10
area_leaders = "dfxtp_1 (29%), ha_1 (14%), a22o_1 (9.9%), xnor2_1 (4.3%), a21oi_1 (4.1%)"
synth_cell_types = 28

[clock_tree]
cts.sinks = 9
max-clock-path-buffers = 2
hold_buffers = 0
cts.htree.levels = 1
clkSlewWorstSetupHoldPaths_ps = 60
cts.repair.resized = 0
cts_buffers = 3
cts_tree = "done"
clk_latency_ps = 250
post_cts_buffers = 0
cts_root_buf = "clkbuf_4"

[floorplanning]
core_um2 = 3420
chipArea_um2 = 6400
std_cell_rows = 21
die_y_um = 80
io_pins = 20
initial_core_util_pct = 18.1
dieWidth_um = 80

[setup_path]
worst-setup-path-type = "in2out"
critPathLaunchType = "input pin"
critPathArrivalTime_ps = 2510
path_max_fanout = 5
r2r_start = "sum[0]"
rrSetupSlack_ps = 2410
critPathCaptureType = "output port"
reg2reg_depth = 7
r2r-end = "sum[6]"
critPathRequiredTime_ps = 3520

[final_layout]
drive_gt1_share_pct = 5.88
fin_cells = 131
post-route-util_pct = 25.6
area_delta_synth_final_pct = 42.0

[worst_hold_path]
holdPathEnd = "sum[7]"
hp-start = "state"
hp-class = "reg2reg"
holdPathStages = 1

[pwr]
power_frac_clock_pct = 19.9
p_comb_share_pct = 44.3
switching_share_pct = 31.0
leakagePower_nw = 0.359
p_int_w = 0.000218
p_sw_w = 0.0000982
power_density_nw_per_um2 = 361
seq_power_share_pct = 35.8
worst_ir_drop_vdd_uv = 77.1

[detailed_routing]
drc = 0
routedWlPerCell_um = 12.0
dr.pass1.iters = 3
drt_iter0_drc = 29
routed_wirelength_um = 1580
ant_nets = 0
post_drt_via_cell_ratio = 4.24
diodes = 0
num_vias = 555

[outcome]
outcome = "finished, final reports clean"

[placement]
gp_congestion = 0.803
post-place-ws_ps = 1020
dp.cells = 127
io_buffers = 19
dp_hpwl_um = 1260
[power groups by stage]
stage,Sequential [W],Combinational (W),Clock (W)
6_report,0.000113,0.000140,0.0000631
5_1_grt,0.000116,0.000159,0.0000717
4_1_cts,0.000114,0.000142,0.0000665
[through the flow]
step,cell area [um2],hold slack (ps),power [W]
floorplan,617,454,0.000196
finish,876,505,0.000316
detailed placement,850,500,0.000256
global route,876,552,0.000346
CTS,876,513,0.000322
global placement,850,484,0.000256
[metal layers]
layer	part of all wire [%]	global-route usage, %	up-vias
met5	0	0	-
met4	2.2	1.41	0
met3	7.9	2.05	2
met2	41	7.22	13
met1	49	6.50	251
li1	-	-	289
[worst max path at each step]
stage,from,end,slack (ps),cells past startpoint
CTS,inA[4],done,1020,4
global route,inA[7],done,950,4
finish,inA[7],done,1010,4
[logic make-up after synthesis]
family,count (synthesis)
simple gates,19
xor+xnor,5
fa+ha+maj,8
compound gates,20
mux,1
buf+inv,2
flops,9
[state kept, by name, indices dropped and copies added (netlist names)]
name,flops
sum,8
state,1
[area by class of cell]
cell class / count / area (um2)
fill: 367 / 2540
multi-input combinational: 53 / 422
timing repair buffer: 19 / 190
tap: 46 / 57.6
sequential: 9 / 180
clock buffer: 4 / 26.3
[layout by cell type, fill, tap and decap left out]
cell             Yosys  routed
clkdlybuf4s50_1      0      19
dfxtp_1              9       9
a22o_1               7       7
ha_1                 7       7
a21oi_1              5       5
nor2_1               4       4
a21o_1               3       3
xnor2_1              3       3
clkbuf_4             0       3
xor2_1               2       2
nand2_1              2       2
o21ai_0              2       2
nand3_1              2       2
nor3_1               2       2
nor4_1               1       1
and4_1               1       1
and2_1               1       1
nor3b_2              1       1
nand4b_1             1       1
nand2b_1             1       1
a211oi_1             1       1
mux2_2               1       1
nor3b_1              1       1
and2b_1              1       1
or4b_1               1       1
o311ai_1             1       1
o21bai_1             1       1
fa_1                 1       1
clkbuf_1             1       1
[critical path, cell delays in order]
cell	delay [ps]
clkdlybuf4s50_1	470
nor4_1	330
and4_1	330
clkdlybuf4s50_1	500
No activity file was given, so power comes from the tool's default toggle rates.
