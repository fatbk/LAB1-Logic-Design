$ cat /design/flow/run.sh
#!/bin/bash
# OpenROAD 26Q1-2900-gdf79404cd8, Yosys 0.63+post, stock flow scripts
make -C /OpenROAD-flow-scripts/flow DESIGN_CONFIG=/design/flow/config.mk WORK_HOME=/design/flow/orfs finish
$ cat /design/flow/config.mk
export PLATFORM = sky130hd
export DESIGN_NAME = downstream
export DESIGN_NICKNAME = downstream
export VERILOG_FILES = /design/flow/design.v
export SDC_FILE = /design/flow/constraint.sdc
export NUM_CORES = 4
export LEC_CHECK = 1
export CORE_AREA = 10 10 70 70
export DIE_AREA = 0 0 80 80
$ cat /design/flow/constraint.sdc
current_design downstream

set clk_period 1.0
set clk_io_pct 0.2

create_clock -name clk0 -period $clk_period [get_ports {clk}]

set non_clock_inputs [all_inputs -no_clocks]
set_input_delay [expr $clk_period * $clk_io_pct] -clock clk0 $non_clock_inputs
set_output_delay [expr $clk_period * $clk_io_pct] -clock clk0 [all_outputs]
$ cat /design/flow/design.v
module downstream  
	(input	logic				clk, reset_l,
	 input	logic	done,
	 input logic [7:0] downstream_in,
    output logic [7:0] downstream_out
	 );
logic [7:0] regs ;
always_ff @(posedge clk)
	begin 
		if (!reset_l)
			begin
				downstream_out <= 8'd0;
			end
		if (!done )
			begin 
			 	regs <= downstream_in ;
			end 
		if(done)	
			begin
				downstream_out <= downstream_in;
			end
	end
endmodule
==> job_summary.md <==
## Implementation flow summary

| Metric | Value |
|---|---|
| CTS clk-pin slew, worst paths | `~50 ps` |
| Placement Cell Area | `557 sq um` |
| Vias | `216` |
| Global route overflow | `0` |
| Crit Path Class | `input pin to register` |
| Chip area | `6400 sq um` |
| GPL Wtd Cong | `0.700` |
| Buf+Inv Stages, Crit Path | `2` |
| Fp util | `8.68%` |
| Htree depth | `1` |
| Critical Path RT | `approximately 960 ps` |
| Seq/Total Area, Yosys | `roughly four fifths` |
| Hold Worst Slack | `626 ps` |
| Final setup violation count | `0` |
| Largest net degree at the start of global routing | `9` |
| Top reg by flops | `downstream_out` |
| Routed Antenna Nets | `0` |
| Fin area | `547 sq um` |
| Seq cells post-synth | `8` |
| Area Overhead vs Synth | `84.4%` |
| Worst min-delay path class | `input pin to register` |
| CTS tree | `built` |
| Drt pass-1 iters | `1` |
| # fillers | `397` |
| Leading registers by flop count | `downstream_out x8` |
| Post-Synthesis Cells | `17` |
| Postcts setup bufs | `0` |
| First-pass GRT wire length | `1000 microns` |
| Vias per inst | `2.48` |
| Outcome | `finished, final reports clean` |
| Critical path peak fanout | `4` |
| DR DRC count | `0` |
| Max IR drop VDD | `670 uV` |
| Max reg flops | `8` |
| Vias in the first global route | `242` |
| Tool warnings | `25` |
| CTS max path bufs | `2` |
| WP data arrival | `930 ps` |
| Post-placement cell count | `approximately 84` |
| Post-synth EDFFs | `8` |
| Max Cap Viol | `0` |
| Synth cell types | `3` |
| Worst slew pin tran | `117 ps` |
| WL/cell | `about 8.5 microns` |
| Commonest flop | `edfxtp_1` |
| Pleak | `0.215 nW` |
| Synth Warn # | `1` |
| Fraction of layout cells with a size suffix above 1 | `36.6%` |
| Chip height | `80 microns` |
| Die Width | `80 microns` |
| Synth Area per Inst | `between 15 and 20 sq um` |
| Fmax | `1030 MHz` |
| Initial antenna violation count | `0` |
| Fin cells | `around 87` |
| P per Cell Area | `1340 nW/um^2` |
| Clock sinks | `8` |
| Netlist Area Pre-Place | `297 sq um` |
| Top cells by area | `edfxtp_1, and2_1, nand2b_1` |
| Worst path slowest cell | `clkdlybuf4s50_1` |
| DR iter-0 viols | `0` |
| Crit path max-delay family | `buffers and inverters` |
| Rel. slew slack | `92.2%` |
| CP max stage delay | `between 400 and 500 ps` |
| Final hold vios | `0` |
| Core outline area | `3420 sq um` |
| Clk Tree Root Cell | `clkbuf_4` |
| Final Cycle Share | `97.1%` |
| Total track usage | `slightly above 2%` |
| Cell taking the most area after synthesis | `edfxtp_1` |
| Row count | `21` |
| Ys async rst share | `0%` |
| # diodes | `0` |
| Port Buffer Count | `18` |
| CP Capture Type | `register` |
| Yosys cell count | `17` |
| RSZ-0062 raised after global routing | `no` |
| Post-layout minimum cycle time | `971 ps` |
| Area share, top type | `81.0%` |
| CP startpoint kind | `input pin` |
| Yosys chip area | `between 200 and 300 sq um` |
| CP Cell Sequence | `clkdlybuf4s50_1, nand2b_4, buf_4` |
| Num CTS Buffers | `3` |
| Aggregate routed wire length | `736 microns` |
| IO Count | `19` |
| Slew Viols, Final | `0` |
| Post-synth top cells | `and2_1, edfxtp_1, nand2b_1` |
-- metal layers --
metal	wire (microns)	track usage [%]	part of all wire, %	vias to the layer above
li1	-	-	-	110
met1	284	1.64	39	95
met2	390	4.01	53	11
met3	61	1.25	8.3	0
met4	0	0.352	0	0
met5	0	0	0	-
-- cells by family (layout without fill, tap and decap cells) --
logic type | count (synthesis) | count (layout) | synth area share [%]
buf+inv | 0 | 24 | 0
simple gates | 9 | 9 | 19.0
flops | 8 | 8 | 81.0
-- stage by stage --
| step | setup slack (ps) | utilization, % | total power, mW | TNS (ps) |
|---|---|---|---|---|
| after floorplan | 220 | - | 0.425 | 0 |
| after global placement | -209 | 16.3 | 0.541 | -2810 |
| after detailed placement | -225 | 16.3 | 0.543 | -3000 |
| after CTS | 0.481 | 16.1 | 0.743 | 0 |
| after global routing | 16.9 | 16.0 | 0.774 | 0 |
| final | 29.0 | 16.0 | 0.731 | 0 |
-- where the power goes --
| part | leakage, nW | internal [mW] | switching [mW] | total [mW] |
|---|---|---|---|---|
| Sequential | 0.0847 | 0.404 | 0.00669 | 0.410 |
| Combinational | 0.117 | 0.0706 | 0.0277 | 0.0983 |
| Clock | 0.0138 | 0.136 | 0.0864 | 0.222 |
| Total | 0.215 | 0.610 | 0.121 | 0.731 |
-- path summary, 6_finish.rpt --
| path | startpoint | endpoint | slack, ps | cells past startpoint |
|---|---|---|---|---|
| hold / removal | downstream_in[1] | downstream_out[1] | 630 | 2 |
| setup / recovery | done | downstream_out[3] | 30 | 3 |
-- area by class of cell --
cell class	instances	area, sq um	share of cell area [%]
clock buffers	3	22.5	4.12
multi-input cells	9	63.8	11.7
flip-flops and latches	8	240	43.9
well taps	46	57.6	10.5
repair buffers	21	163	29.7
-- layout by cell type (no fill, tap or decap) --
master and instances:
and2_1 8, clkbuf_4 3, buf_4 3, buf_2 6
edfxtp_1 8, nand2b_4 1, clkdlybuf4s50_1 10, clkbuf_2 2
-- timing repair --
action | 4_1_cts | 5_1_grt
pin swaps | 0 | 0
cloned | 0 | 0
setup endpoints to repair | 8 | 6
resized | 22 | 3
hold buffers | 0 | 0
Power and IR drop assume default switching activity.
