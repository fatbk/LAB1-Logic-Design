==> design/flow/design.v <==
module p1hwtb  
  (input  logic       clk, reset_l, Button0,
   output logic [7:0] valueToinA,  
                      tbSum,       
   output logic       go_l, 
                      L0,          
   input  logic [7:0] outResult);  
parameter IDLE = 2'b00;
parameter SUM =  2'b01;
parameter DONE = 2'b11;
parameter SEED = 8'd123;
logic calzero;
assign calzero = valueToinA == 8'd0;
logic [1:0] state;
logic stateisidle;
assign stateisidle = state == 2'b00;
logic stateissum;
assign stateissum = state == 2'b01;
logic stateisdone;
assign stateisdone = state == 2'b11;
always@(posedge clk)
begin
  if(!reset_l)
  state <= IDLE;
  else if(stateisidle & !Button0)
  state <= SUM;
  else if(stateissum & calzero)
  state <= DONE;
  else if(stateisdone & Button0)
  state <= IDLE;
  else
  state <= state;
end
always@(posedge clk)
begin
  if(!reset_l|!stateissum|calzero)
    valueToinA <= SEED;
  else if(stateissum)
    valueToinA <= valueToinA - 1;
end
always@(posedge clk)
begin
  if(!reset_l)
  tbSum <= 0;
  else if(stateisidle)
  tbSum <= 0;
  else if(stateissum)
  tbSum <= tbSum + valueToinA;
  else if(stateisdone)
  tbSum <= tbSum;
end
assign go_l = stateissum;
assign L0 = outResult == tbSum;
endmodule
==> design/flow/run.sh <==
#!/bin/bash
# OpenROAD 26Q1-2900-gdf79404cd8, Yosys 0.63+post, stock flow scripts
make -C /OpenROAD-flow-scripts/flow DESIGN_CONFIG=/design/flow/config.mk WORK_HOME=/design/flow/orfs finish
==> design/flow/config.mk <==
export PLATFORM = sky130hd
export DESIGN_NAME = p1hwtb
export DESIGN_NICKNAME = p1hwtb
export VERILOG_FILES = /design/flow/design.v
export SDC_FILE = /design/flow/constraint.sdc
export NUM_CORES = 4
export LEC_CHECK = 1
export CORE_AREA = 10 10 95 95
export DIE_AREA = 0 0 105 105
==> design/flow/constraint.sdc <==
current_design p1hwtb

set clk_period 4.9
set clk_io_pct 0.2

create_clock -name clk0 -period $clk_period [get_ports {clk}]

set non_clock_inputs [all_inputs -no_clocks]
set_input_delay [expr $clk_period * $clk_io_pct] -clock clk0 $non_clock_inputs
set_output_delay [expr $clk_period * $clk_io_pct] -clock clk0 [all_outputs]
==> run notes <==
The design area came out at 1600 um2. At the worst endpoint, the arrival time is 2.24 ns. The smallest clock period supported by the final layout is computed as 3.22 ns. The cell count of the worst hold path works out to 1. The tools report the worst-case hold path end point as valueToinA[0].

The cell type that accounts for the most area after synthesis is dfxtp_1. In the log, the iteration count for the first detailed-route pass is 4. The average via count per standard cell is 3.94, and the overall routed net length is 2.97 mm.

Combinational cells account for 13.5% of the total power. The per-instance average area after synthesis is 8.52 um2. For flop-to-flop paths, the worst setup slack is 3.06 ns. The count of fill cells added during filler insertion was 770; the relative contribution of sequential cells to total power was 51.3%.

In this run the layout overhead on the synthesized area is reported as 37.3%. For reference, the top cells by count after synthesis are dfxtp_1, xnor2_1, nand2_1. The tools report the overall chip area as 11,000 um2. Cells with a size suffix above 1 make up 3.61% of the layout. For this design the total switching power over the nets is 0.0000809 W. The worst register-to-register path ends at valueToinA[5]. The flow reported a cell area power density of 201 nW/um2. The repair_antennas step left the layout with diodes totalling 0. Post-CTS repair changed the size of 0 cells. The run gives 1,032 as the total via count in the routed design. Setup repair after global routing left no endpoint under its margin. The number of top-level design ports was 29; the number of flops mapped to enable cells by yosys was 0. The core region is 6910 um2. The tree built by TritonCTS fans out to 19 sinks. The critical setup path kind was input pin to primary output.

The run gives 1170 um2 for the area of the synthesized netlist per yosys stat. In this run, CTS created clock tree buffers numbering 3. Summed over its instances, the top area cell type makes up 32.6% of the synthesized netlist area.

The post-CTS clock slew at the launch and capture registers of the worst setup and hold paths came out at 0.08 ns. For the worst reg-to-reg path, the startpoint reported by OpenROAD is state[1]. The most repeated cell in the gate-level netlist after synthesis was dfxtp_1. The run gives 1 for the largest fanout on the critical path.

The die is 105 um wide. The initial standard-cell utilization of the core came out at 16.9%. In this run the tool buffered the top-level ports with 28 buffer cells. The cell internal power dissipation was 0.000241 W; the count of pins over their slew limit was 0.

The run gives 0 for the final hold violation count. The logs give 0.26 ns for the later-pin clock latency in the skew report and 0 for the final setup violation count. The prevailing post-synth register cell is dfxtp_1.

The tools report the setup TNS as 0 ns. The number of buffers on the longest clock path was 2. The worst-case max-slew headroom was logged as 51.7%.

After synthesis the netlist holds a flip-flop and latch count of 19. Tracing the worst setup path back leads to its startpoint at outResult[1]. The tools report the post-CTS setup-driven buffer insertion count as 0. The synthesized netlist contains 34 unique library cells. With the maximum clock frequency at 310 MHz, the residual antenna-violating net count after detailed routing is 0. The via count of the first global-routing pass is 1,014, and the clock group share of total power is 35.2%.

STA puts the critical path data required time at 3.92 ns. The first-pass GRT wire length was 5.23 mm. The actual slew at the worst max-slew pin works out to 0.723 ns. The worst setup path is launched from an input pin. The overall die height is 105 um. The tools report the count of instantiated cells in the yosys netlist as 137. The run finished with clean final reports.

Yosys attributes the largest share of cell area to dfxtp_1, xnor2_1, ha_1, nand2_1, nor3_1. The logs give 0.0000913 V for the highest ir drop seen on vdd and 5.70% for the global-route total usage across every layer. Note, the detailed placer reported a final HPWL of 2.38 mm. The number of maximum-capacitance violations recorded for the run is 0. The script parses the final routing iteration and logs DRC violations as 0. The classification of the worst-slack hold path is flip-flop to flip-flop. The tools report the total standard cell area after synthesis as 1170 um2. Across the routed clock network, the largest skew measured is 0.00176 ns.

Entering global routing, the biggest net connects 21 pins. TritonCTS built the clock tree. The number of buffers inserted by hold repair at cts came out at 0. In this run the static leakage power is 0.543 nW. According to the floorplan log, the row count is 30.

Summing over the stages, the warning tally comes to 26. Share of the clock period used by the worst path: 65.8%. Per the synth stats, the proportion of register bits with asynchronous set or reset is 0%.

The synthesis warning total was 1; the sequential cell area fraction in the yosys report was 32.6%. The run gives 1 as the total number of H-tree levels. The endpoint class of the critical path was a primary output.

Number of cells produced by synthesis: 137. The cell chosen for the clock root is clkbuf_8. The residual overflow from global routing is 0, and the final estimated routing congestion in global placement is 0.788. The launch point of the worst hold path is valueToinA[0]. The run gives 0 for the initial antenna violation count. The length in cells of the worst reg-to-reg path is 5, and the switching share of power is 25.1%. The post-placement cell area is 1550 um2. Number of DRC violations after detailed-routing iteration 0: 69. The routed length per instance was 11.3 um.
-- stage by stage --
step	cells	utilization (%)	setup slack, ns	hold WS [ns]	power, W
after global placement	258	22.5	1.66	0.426	0.000212
final	262	23.2	1.68	0.448	0.000322
after CTS	262	23.2	1.66	0.455	0.000329
after floorplan	137	-	2.67	0.389	0.000193
after global routing	262	23.2	1.56	0.468	0.000340
after detailed placement	258	22.5	1.66	0.434	0.000213
-- layer usage --
layer | global-route usage, % | part of all wire, % | wire (um)
met1 | 7.98 | 50 | 1490
met2 | 8.54 | 43 | 1280
met3 | 2.24 | 6.2 | 185
met4 | 0.196 | 0.34 | 10
met5 | 0 | 0 | 0
-- layout by cell type, fill, tap and decap left out, types with 5 or more instances in the layout --
master	synthesis	final
clkdlybuf4s50_1	0	28
dfxtp_1	19	19
xnor2_1	14	14
nand2_1	13	13
inv_1	9	9
nor3_1	9	9
ha_1	9	9
nor2_1	8	8
a21oi_1	8	8
nand3_1	5	5
-- final cells by class --
class	instances	area [um2]	share of cell area, %
inverter	9	33.8	2.11
sequential	19	380	23.7
timing repair buffer	28	280	17.5
multi-input combinational	106	739	46.1
tap	96	120	7.49
clock buffer	3	41.3	2.58
clock inverter	1	7.51	0.468
-- power groups by stage --
| stage | combinational (W) | clock (W) | sequential, W |
|---|---|---|---|
| 4_1_cts | 0.0000444 | 0.000119 | 0.000165 |
| 5_1_grt | 0.0000498 | 0.000123 | 0.000167 |
| 6_report | 0.0000435 | 0.000113 | 0.000165 |
-- worst max-delay path, cell delays in order --
cell and delay (ns):
clkdlybuf4s50_1 0.48, xnor2_1 0.11, nand4_1 0.10, nor2_1 0.10, clkdlybuf4s50_1 0.47
-- how the worst max path moves through the flow --
stage | to | cells past startpoint
final | L0 | 5
after global routing | L0 | 5
after CTS | L0 | 5
-- kinds of logic (layout without fill, tap and decap cells) --
group	count (synthesis)	after routing	synth area share, %
flops	19	19	32.6
fa+ha+maj	10	10	11.4
xor+xnor	16	16	12.0
buf+inv	12	41	4.07
compound gates	24	24	13.3
simple gates	52	52	23.3
mux	4	4	3.43
-- sequential cells by signal, summed over array words and instances (netlist names) --
name,count
tbSum,8
valueToinA,8
state,3
Power and IR drop assume default switching activity.
